File: constraint.sdc
current_design tc_ppa_arbiter

set clk_period 5.0
set clk_io_pct 0.2

create_clock -name clk0 -period $clk_period [get_ports {clk}]

set non_clock_inputs [all_inputs -no_clocks]
set_input_delay [expr $clk_period * $clk_io_pct] -clock clk0 $non_clock_inputs
set_output_delay [expr $clk_period * $clk_io_pct] -clock clk0 [all_outputs]
File: design.v
module tc_ppa_arbiter #(
    parameter WIDTH_REQ = 8
)(
    input   bit     clk,
    input   bit     reset_n,
    input   logic       [WIDTH_REQ-1:0]         req_i,
    output  logic       [WIDTH_REQ-1:0]         req_rdy_o,
    output  logic       [WIDTH_REQ-1:0]         gnt_o,
    input   logic                               gnt_rdy_i
);
    function logic [WIDTH_REQ-1:0] bin2thermo(logic [WIDTH_REQ-1:0] data);
        logic [WIDTH_REQ-1:0] thermocode;
        for(int i = 0; i < WIDTH_REQ; i++) begin
            logic tmp_or;
            tmp_or = 0;
            for(int j = 0; j <= i; j++) begin 
                tmp_or |= data[j];
            end
            thermocode[i] = tmp_or;
        end
        return thermocode;
    endfunction
    function logic [WIDTH_REQ-1:0] get_gnt(logic [WIDTH_REQ-1:0] data);
        logic [WIDTH_REQ-1:0] result;
        result[0] = 1'b0 ^ data[0];
        for(int i = 1; i < WIDTH_REQ; i++) begin
            result[i] = data[i] ^ data[i-1];
        end
        return result;
    endfunction
    logic [WIDTH_REQ-1:0] mpe, mpe_mask;
    logic [WIDTH_REQ-1:0] mpe_mux;
    logic [WIDTH_REQ-1:0] hptr, hptr_next;
    logic [WIDTH_REQ-1:0] request;
    logic [WIDTH_REQ-1:0] gnt_next;
    genvar i;
    generate
        for(i = 0; i < WIDTH_REQ; i++) begin:gen_req
            always_ff @ (posedge clk or negedge reset_n) begin
                if(!reset_n) begin
                    request[i]      <= 1'b0;
                    req_rdy_o[i]    <= 1'b1;
                end
                else begin
                    if(req_i[i] && req_rdy_o[i]) begin
                        request[i]      <= 1'b1;
                        req_rdy_o[i]    <= 1'b0;
                    end
                    else if(gnt_next[i] && gnt_rdy_i) begin
                        request[i]      <= 1'b0;
                        req_rdy_o[i]    <= 1'b1;
                    end
                end
            end
        end
    endgenerate
    assign mpe_mask = bin2thermo(request & hptr);
    assign mpe = bin2thermo(request);
    assign mpe_mux = mpe_mask[WIDTH_REQ-1] ? mpe_mask : mpe;
    assign gnt_next = get_gnt(mpe_mux);
    assign hptr_next = (mpe[WIDTH_REQ-1] & gnt_rdy_i) ? {mpe_mux[WIDTH_REQ-2:0], 1'b0} : hptr;
    always_ff @(posedge clk or negedge reset_n) begin
        if(!reset_n) begin
            hptr <= {WIDTH_REQ{1'b0}};
        end
        else begin
            hptr <= hptr_next;
        end
    end
always_ff @ (posedge clk or negedge reset_n) begin
    if(!reset_n) gnt_o <= {WIDTH_REQ{1'b0}};
    else if(gnt_rdy_i) gnt_o <= gnt_next;
end
endmodule
File: config.mk
export PLATFORM = sky130hd
export DESIGN_NAME = tc_ppa_arbiter
export DESIGN_NICKNAME = tc_ppa_arbiter
export VERILOG_FILES = /design/flow/design.v
export SDC_FILE = /design/flow/constraint.sdc
export NUM_CORES = 4
export LEC_CHECK = 1
export CORE_UTILIZATION = 30
export SYNTH_HDL_FRONTEND = slang
File: run.sh
#!/bin/bash
# OpenROAD 26Q1-2900-gdf79404cd8, Yosys 0.63+post, stock flow scripts
make -C /OpenROAD-flow-scripts/flow DESIGN_CONFIG=/design/flow/config.mk WORK_HOME=/design/flow/orfs finish
==> changes_impl.md <==
### Changed

- Starting DRC count in detailed routing: 159
- Synth top area share: 38.56%
- Total negative slack: 0 ps
- Area Growth Syn to Fin: 29.09%
- Minimum clock period: 2742 ps
- Grt total ovfl: 0
- Relative slew slack: 39.56%
- Power Dens Cells: 572.3 nW/um^2
- Count leader, synth: dfrtp_1
- Hold/Removal Path Class: reg2reg
- Chip area: 5261 um^2
- CP Capture Type: register
- Registers, synthesis: 31
- Cell area after synthesis: 1493 um^2
- Inserted Diodes: 0
- F_max: 0.3647 GHz
- Core Density at Floorplan: 31.39%
- R2r startpoint: request[1]
- Worst Reg-to-Reg Cells: 3
- Synthesized area per cell: 10.59 um^2
- Final wirelength: 3306 um
- Sequential share of power: 42.9%
- Clock Skew: 8.233 ps
- Critical path launch point type: input port
- # rows: 25
- Synth top cells by count: dfrtp_1 (23), nand2_1 (19), o21ai_0 (11), dfstp_2 (8)
- Ports: 27
- Fill count: 471
- Setup-failing EPs final: 0
- Global-route wire length before repair: 5733 um
- Least-Margin Pin Slew: 900.6 ps
- Via count: 1,276
- Synth Warn #: 0
- DR WL/cell: 13.83 um
- Worst hold slack: 491.1 ps
- Setup slack after placement: 1976 ps
- Leak pwr: 0.7623 nW
- PnR worst setup slack: 2258 ps
- Area leader, netlist: dfrtp_1
- Setup CP Type: in2reg
- Comb power frac: 37.6%
- Fin cells: 239
- Final hold vios: 0
- CTS H-tree lvls: 2
- Unrepaired setup endpoints after global routing: no
- Vias in the first global route: 1,311
- Postcts setup bufs: 0
- Top FF cell, synth: dfrtp_1
- Distinct lib cells used: 40
- Post-synth EDFFs: 0
- Sw frac: 35.51%
- Vias per Instance: 5.339
- Clk Latency, worst-skew pair: 280 ps
- DRT Pass-1 Iters: 5
- Chip Area, Yosys: 1493 um^2
- Peak supply drop: 0.0001658 V
- Ys async rst share: 100.0%
- Die H: 72.54 um
- Clock sink count: 31
- Net Switching: 0.0003916 W
- Detailed placer's ending HPWL: 2194 um
- Clk root buf: clkbuf_8
- Core area: 4755 um^2
- Routability congestion estimate: 0.8522
- # port buffers: 26
- Die W: 72.54 um
- Status: finished clean
- Clock tree buffer depth: 2
- Initial antenna violation count: 0
- DRC viols: 0
- GRT Util Overall: 13.87%
- Tally of OpenROAD warnings: 25
- Worst reg2reg endpoint: hptr[7]
- Yosys cell count: 141
- Clk network pwr share: 19.4%
- CTS Hold Bufs: 0
- Top cells by area: dfrtp_1 (39%), dfstp_2 (14%), nand2_1 (4.8%), o21ai_0 (3.7%), a22oi_1 (3.5%)
- Largest net degree at the start of global routing: 32
- CTS Buf Count: 5
- Post-route ant nets: 0
- Max Cap Violations: 0
- P_int: 0.0007111 W
- Worst EP required: 5170 ps
- Synth Seq Share: 52.64%
- Proportion of layout cells with a drive suffix above 1: 13.95%
- Post-synthesis cell count: 141
- Clock slew at reported path FFs: 60 ps
- Worst R2R Setup Slack: 2570 ps
- Critical path origin: gnt_rdy_i
- Worst-path fanout max: 15
- WP data arrival: 2910 ps
- PostCTS Resize Cnt: 0
- Slew Limit Fails: 0
- Placed cell count: 231
- CTS tree: done
- Period utilization: 54.84%
- Critical Path End: request[6]
power by group through the flow:
stage,clock [W],sequential (W),combinational [W]
final,0.000214,0.000473,0.000415
after global routing,0.000232,0.000487,0.000468
after CTS,0.000219,0.000470,0.000416
area by class of cell:
| type | instances | area [um^2] | area share [%] |
|---|---|---|---|
| multi-input combinational | 96 | 644.4 | 33.44 |
| inverter | 8 | 30.03 | 1.558 |
| sequential | 31 | 785.8 | 40.78 |
| clock buffer | 8 | 100.1 | 5.195 |
| timing repair buffer | 29 | 282.8 | 14.68 |
| tap | 67 | 83.83 | 4.351 |
cell usage in the layout (no fill, tap or decap), types with 7 or more instances in the layout:
cell | netlist | layout
a22oi_1 | 7 | 7
clkbuf_8 | 0 | 7
dfrtp_1 | 23 | 23
nand2_1 | 19 | 19
clkdlybuf4s50_1 | 0 | 26
inv_1 | 7 | 7
dfstp_2 | 8 | 8
o21ai_0 | 11 | 11
how the worst min path moves through the flow:
stage	startpoint	endpoint	slack [ps]	depth (start not counted)
4_1_cts	gnt_o[5]	gnt_o[5]	490	1
6_report	gnt_o[5]	gnt_o[5]	490	1
5_1_grt	req_rdy_o[0]	req_rdy_o[0]	510	1
routing by layer:
layer  vias up  global-route usage (%)  wire length (um)
met1       619                   20.67              1560
met3         6                   3.662               196
li1        592                       -                 -
met2        59                   20.56              1511
met5         -                       0                 0
met4         0                   3.922                38
cell families after synthesis:
kind of cell | after synthesis | share of synthesized area, %
simple gates | 40 | 13.75
buf+inv | 14 | 4.191
compound gates | 51 | 25.98
flops | 31 | 52.64
mux | 5 | 3.437
critical path, cell delays in order:
cell and delay [ps]:
clkdlybuf4s50_1 810, clkinv_1 420, a2111o_1 480, a22o_1 190
state kept, by name, indices dropped and copies added, names as in the netlist:
register and cells:
gnt_o 8, req_rdy_o 8, hptr 7, request 7, mpe 1
through the flow:
stage           power, W  utilization (%)  instance area (um^2)
6_report        0.001103            40.53                  1927
2_1_floorplan  0.0007184                -                  1493
5_1_grt         0.001187            40.53                  1927
3_5_place_dp   0.0008840            38.42                  1827
4_1_cts         0.001106            40.53                  1927
3_3_place_gp   0.0008728            38.42                  1827
No activity file was given, so power comes from the tool's default toggle rates.
